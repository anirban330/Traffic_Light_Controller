### flow/run.sh
#!/bin/bash
# OpenROAD 26Q1-2900-gdf79404cd8, Yosys 0.63+post, stock flow scripts
make -C /OpenROAD-flow-scripts/flow DESIGN_CONFIG=/design/flow/config.mk WORK_HOME=/design/flow/orfs finish
### flow/config.mk
export PLATFORM = sky130hd
export DESIGN_NAME = tlc_fsm
export DESIGN_NICKNAME = tlc_fsm
export VERILOG_FILES = /design/flow/design.v
export SDC_FILE = /design/flow/constraint.sdc
export NUM_CORES = 4
export LEC_CHECK = 1
export CORE_AREA = 10 10 88 88
export DIE_AREA = 0 0 98 98
### flow/constraint.sdc
current_design tlc_fsm

set clk_period 2.5
set clk_io_pct 0.2

create_clock -name clk0 -period $clk_period [get_ports {i_clk}]

set non_clock_inputs [all_inputs -no_clocks]
set_input_delay [expr $clk_period * $clk_io_pct] -clock clk0 $non_clock_inputs
set_output_delay [expr $clk_period * $clk_io_pct] -clock clk0 [all_outputs]
### flow/design.v
`timescale 1ns/1ps
module tlc_fsm(
    input wire i_clk,
    input wire i_rst,
    input wire i_EW_vd,
    output wire o_NS_red,
    output wire o_NS_yellow,
    output wire o_NS_green,
    output wire o_EW_red,
    output wire o_EW_yellow,
    output wire o_EW_green,
    output reg [5:0] count
);
    localparam [2:0] NS_GREEN = 3'b001,
                     YELLOW   = 3'b010,
                     EW_GREEN = 3'b100;
    reg [2:0] state, next_state;
    reg r_NS_red, r_next_NS_red;
    reg r_NS_yellow, r_next_NS_yellow;
    reg r_NS_green, r_next_NS_green;
    reg r_EW_red, r_next_EW_red;
    reg r_EW_yellow, r_next_EW_yellow;
    reg r_EW_green, r_next_EW_green;
    reg ns_to_ew;
    always @(posedge i_clk) begin
        if (i_rst) begin
            r_NS_red    <= 1'b0;
            r_NS_yellow <= 1'b0;
            r_NS_green  <= 1'b1;
            r_EW_red    <= 1'b1;
            r_EW_yellow <= 1'b0;
            r_EW_green  <= 1'b0;
            state       <= NS_GREEN;
            ns_to_ew    <= 1'b0;
            count       <= 10'b0;
        end else begin
            r_NS_red    <= r_next_NS_red;
            r_NS_yellow <= r_next_NS_yellow;
            r_NS_green  <= r_next_NS_green;
            r_EW_red    <= r_next_EW_red;
            r_EW_yellow <= r_next_EW_yellow;
            r_EW_green  <= r_next_EW_green;
            state       <= next_state;
        end
        if (i_rst || (count >= 25 && i_EW_vd && state == NS_GREEN) || 
            (count == 4 && state == YELLOW) || 
            (count >= 25 && state == EW_GREEN && ~i_EW_vd)) 
            count <= 0;
        else 
            count <= count + 1;
    end
    always @(*) begin
        r_next_NS_red    = r_NS_red;
        r_next_NS_yellow = r_NS_yellow;
        r_next_NS_green  = r_NS_green;
        r_next_EW_red    = r_EW_red;
        r_next_EW_yellow = r_EW_yellow;
        r_next_EW_green  = r_EW_green;
        next_state       = state;
        case (state)
            NS_GREEN: begin
                if (count >= 25 && i_EW_vd) begin
                    next_state = YELLOW;
                    ns_to_ew   = 1'b0;
                end else begin
                    r_next_NS_red    = 1'b0;
                    r_next_NS_yellow = 1'b0;
                    r_next_NS_green  = 1'b1;
                    r_next_EW_red    = 1'b1;
                    r_next_EW_yellow = 1'b0;
                    r_next_EW_green  = 1'b0;
                end
            end
            YELLOW: begin
                if (count == 4) begin
                    if (ns_to_ew)
                        next_state = NS_GREEN;
                    else
                        next_state = EW_GREEN;
                end else begin
                    r_next_NS_red    = 1'b0;
                    r_next_NS_yellow = 1'b1;
                    r_next_NS_green  = 1'b0;
                    r_next_EW_red    = 1'b0;
                    r_next_EW_yellow = 1'b1;
                    r_next_EW_green  = 1'b0;
                end
            end
           EW_GREEN: begin
                if (count >= 25 && ~i_EW_vd) begin
                    next_state = YELLOW;
                    ns_to_ew   = 1'b1;
                end else begin
                    r_next_NS_red    = 1'b1;
                    r_next_NS_yellow = 1'b0;
                    r_next_NS_green  = 1'b0;
                    r_next_EW_red    = 1'b0;
                    r_next_EW_yellow = 1'b0;
                    r_next_EW_green  = 1'b1;
                end
            end
            default: begin
                r_next_NS_red    = 1'b0;
                r_next_NS_yellow = 1'b0;
                r_next_NS_green  = 1'b1;
                r_next_EW_red    = 1'b1;
                r_next_EW_yellow = 1'b0;
                r_next_EW_green  = 1'b0;
                next_state       = NS_GREEN;
                ns_to_ew         = 1'b0;
            end
        endcase
    end
    assign o_NS_red    = r_next_NS_red;
    assign o_NS_yellow = r_next_NS_yellow;
    assign o_NS_green  = r_next_NS_green;
    assign o_EW_red    = r_next_EW_red;
    assign o_EW_yellow = r_next_EW_yellow;
    assign o_EW_green  = r_next_EW_green;
endmodule
==> run_results.csv <==
group,metric,value,unit
detailed_routing,drc,0,
global_routing,grt_usage,0.0486,
worst_setup_path,worstRegToRegCells,7,
worst_setup_path,r2r-start,"count[1]$_SDFF_PP0_",
global_routing,grt_pass1_vias,831,
synthesis,syn_area,866,µm²
worst_setup_path,cp_data_arrival_time,1910,ps
synthesis,synthArstFlopShare,0,
worst_setup_path,path_max_fanout,4,
power,ir_drop,213,µV
timing,skew,3.85,ps
detailed_routing,routedWlPerCell,11.8,µm
layout,final_area,1280,µm²
die,die_w,98,µm
detailed_routing,antenna_cells,0,
worst_setup_path,cp_data_required_time,2000,ps
synthesis,syn-instance-count,90,
timing,worstMarginPinSlew,524,ps
worst_setup_path,critPathLaunch,"count[1]$_SDFF_PP0_",
timing,period_minus_slack,2410,ps
timing,setup_ws,92.2,ps
timing,rsz0062_at_grt,"yes",
job,warnings,29,
die,design.portCount,15,
layout,area_growth,47.4,%
clock_tree,clk_pin_slew_worst_paths,60,ps
worst_hold_path,holdCritStartpoint,"r_NS_red$_SDFF_PP0_",
timing,relSlewSlack,0.650,
synthesis,edf_count,0,
worst_hold_path,whs_path_depth,2,
layout,utilization,0.216,
timing,setup_violations,0,
worst_setup_path,startpoint_type,"flip-flop",
outcome,status,"finished, final reports clean",
clock_tree,htreeDepth,1,
worst_setup_path,endpoint_kind,"output port",
clock_tree,clock_sinks,15,
timing,hold_viol_final,0,
worst_hold_path,whs_endpoint,"r_NS_red$_SDFF_PP0_",
detailed_routing,wirelength,2310,µm
synthesis,netlist-cell-type-count,40,
die,initial_core_util,0.146,
worst_setup_path,r2r-end,"count[5]$_SDFF_PP0_",
global_routing,gr-total-overflow,0,
worst_setup_path,worst-path-buf-inv,3,
synthesis,ys_chip_area,866,µm²
clock_tree,clockRootBuffer,"clkbuf_8",
die,core_area,5920,µm²
synthesis,ys_seq_share,0.347,
detailed_routing,drt-initial-drc-count,55,
global_routing,antenna_found_initial,0,
clock_tree,clk_path_buf_depth,2,
clock_tree,clock_latency,250,ps
synthesis,synth_top_flop_cell,"dfxtp_1",
global_routing,grt_first_pass_wirelength,4080,µm
placement,dpl_cell_area,1170,µm²
detailed_routing,firstDrtPassIters,4,
placement,dpl.cell_count,188,
placement,io_buffers,14,
layout,drive_gt1_frac,0.325,
clock_tree,tritoncts,"done",
global_routing,grt_max_degree,10,
placement,gp_congestion,0.799,
worst_setup_path,crit_type,"reg2out",
detailed_routing,antenna_left,0,
layout,regArea,302,µm²
die,rows,28,
worst_setup_path,r2r_slack,680,ps
placement,dp_hpwl,1710,µm
placement,place_ws,-103,ps
power,total_power,0.000538,W
power,powerDensity,421,nW/µm²
detailed_routing,vias_per_cell,4.29,
worst_hold_path,holdCritPathClass,"reg2reg",
timing,period_used_share,0.963,
layout,fin_cells,195,
synthesis,yosys_cells,90,
synthesis,syn_avg_cell_area,9.62,µm²
worst_setup_path,cp_top_family,"simple AND/OR/NAND/NOR gates",
worst_setup_path,max_stage_delay,530,ps
layout,logic_area,569,µm²
synthesis,ys.flops,15,
worst_setup_path,critPathSlowestCell,"or4b_4",
power,leakage,0.447,nW
layout,fill_cells,639,
job,drv_cap,0,
die,die_y,98,µm
timing,max_freq,0.415,GHz
clock_tree,cts_hold_buf,0,
detailed_routing,vias,837,
worst_setup_path,path_cells,"inv_1 -> ha_2 -> or4b_4 -> buf_6 -> o2111ai_2 -> nand2_1 -> dlygate4sd2_1",
synthesis,ys.warnings.count,3,
die,fp.dieArea,9600,µm²
timing,slew_viol_final,0,
clock_tree,cts_buffers,3,
## synthesized netlist by cell type, types with 2 or more instances
master     count  share of area
o311ai_0       2          0.020
o21ai_0        2          0.012
a22oi_1        2          0.017
o31ai_1        2          0.017
nand3_1        4          0.023
nor2b_1        4          0.029
dfxtp_1       15           0.35
or2b_1         3          0.026
ha_1           4          0.058
inv_1          5          0.022
o2111ai_1      2          0.020
nand4_1        6          0.043
nand2_1        3          0.013
a21oi_1        4          0.023
a221oi_1       2          0.020
nor3_2         3          0.035
a41oi_1        2          0.020
xor2_1         2          0.020
or4b_1         2          0.023
## cells by family after synthesis
group / after synthesis / synth area share
flops: 15 / 0.347
simple gates: 34 / 0.282
xor+xnor: 3 / 0.0304
buf+inv: 8 / 0.0433
fa+ha+maj: 4 / 0.0578
compound gates: 26 / 0.240
## how the worst max path moves through the flow
| stage | cells past startpoint | to | slack (ps) |
|---|---|---|---|
| 6_report | 7 | o_EW_yellow | 90 |
| 4_1_cts | 7 | o_NS_red | 10 |
| 5_1_grt | 6 | o_NS_green | -10 |
## report_power, final
| part | internal [W] | switching, W | total [W] |
|---|---|---|---|
| clock | 0.000110 | 0.0000886 | 0.000199 |
| sequential | 0.000244 | 0.00000428 | 0.000248 |
| combinational | 0.0000468 | 0.0000437 | 0.0000906 |
## final cells by class
cell class,instances,share of cell area
clock buffer,3,0.0324
clock inverter,1,0.00392
inverter,5,0.0147
multi-input combinational,67,0.446
sequential,15,0.236
tap,75,0.0735
timing repair buffer,29,0.193
## stage by stage
step                      setup TNS, ps  hold WS, ps
after floorplan                       0          453
after global placement             -217          475
after detailed placement           -382          475
after CTS                             0          485
after global routing              -10.9          493
final                                 0          491
## registers in the layout, indices dropped and copies added (netlist names)
signal and flops:
count 6, state 3, r_EW_green 1, r_EW_red 1, r_EW_yellow 1, r_NS_green 1, r_NS_red 1, r_NS_yellow 1
## layer usage
layer,up-vias,wire (µm),part of all wire,GRT usage
met2,37,1020,0.44,0.0756
li1,411,-,-,-
met4,0,17,0.0074,0.00447
met5,-,0,0,0
met1,387,1000,0.43,0.0630
met3,2,264,0.11,0.0213
## worst reg2reg max path: stages, from the launching register on
cell      delay, ps
dfxtp_2         340
inv_1            70
ha_2            170
or4b_4          530
buf_6           150
buf_4           130
o211a_4         170
a211oi_2        180
## repair_timing
action | 4_1_cts | 5_1_grt
setup buffers | 3 | 0
endpoints found under the setup margin | 6 | 5
pin swaps | 6 | 2
resized | 13 | 8
## cell usage in the layout (no fill, tap or decap), types with 4 or more instances in the layout
cell type / instances
nor2b_1: 4
buf_4: 14
inv_1: 4
clkdlybuf4s50_1: 8
nand3_1: 4
a21oi_1: 4
dfxtp_1: 14
dlygate4sd2_1: 4
nand4_1: 6
Power figures rest on the tool's default switching activity, not on a simulated workload.
